<file path="run.sh">
#!/bin/bash
# OpenROAD 26Q1-2900-gdf79404cd8, Yosys 0.63+post, stock flow scripts
make -C /OpenROAD-flow-scripts/flow DESIGN_CONFIG=/design/flow/config.mk WORK_HOME=/design/flow/orfs finish
</file>
<file path="config.mk">
export PLATFORM = sky130hd
export DESIGN_NAME = bidir_shift_reg
export DESIGN_NICKNAME = bidir_shift_reg
export VERILOG_FILES = /design/flow/design.v
export SDC_FILE = /design/flow/constraint.sdc
export NUM_CORES = 4
export LEC_CHECK = 1
export CORE_AREA = 10 10 74 74
export DIE_AREA = 0 0 84 84
</file>
<file path="constraint.sdc">
current_design bidir_shift_reg

set clk_period 2.0
set clk_io_pct 0.2

create_clock -name clk0 -period $clk_period [get_ports {clk}]

set non_clock_inputs [all_inputs -no_clocks]
set_input_delay [expr $clk_period * $clk_io_pct] -clock clk0 $non_clock_inputs
set_output_delay [expr $clk_period * $clk_io_pct] -clock clk0 [all_outputs]
</file>
<file path="design.v">
module bidir_shift_reg #(parameter MSB=8) (
  input d,
  input clk,
  input en,
  input dir,
  input circular,
  input rstn,
  input carry_in,
  output reg [MSB-1:0] out,
  output reg carry_out
);
  always @(posedge clk) begin
    if (!rstn) begin
      out <= 0;        
      carry_out <= 0;  
    end
    else begin
      if (en) begin
        if (circular) begin
          carry_out <= out[0];
          if (dir)
            out <= {out[MSB-2:0], out[MSB-1]};   
          else
            out <= {out[0], out[MSB-1:1]};       
        end
        else begin
          if (dir) begin              
            carry_out <= out[MSB-1];   
            out <= {out[MSB-2:0], d};  
          end
          else begin                  
            carry_out <= out[0];       
            out <= {d, out[MSB-1:1]};  
          end
        end
      end 
      else begin
        out <= out;              
        carry_out <= carry_in;   
      end
    end
  end
endmodule
</file>
==> qor.yml <==
vias_per_cell: 3.61
io_buffers: 15
ys.flops: 9
path_buffers: 1
cp.required_ps: 1600
clk_latency_ps: 230
clockBufferDepth: 2
synth.distinct_cells: 17
antennaDiodeCount: 0
utilization_pct: 17.5
area_growth_pct: 54.0
timing.rr.end: "carry_out"
p_leak_uw: 0.000246
fmax_ghz: 0.649
drtIter0Drc: 34
min_from: "out[0]"
synth_top_cell_by_count: "dfxtp_1"
drive_above_1_share_pct: 11.1
crit_family: "buffers and inverters"
cts_tree: "built"
drtAntennaViolNets: 0
hold_viol_final: 0
warning_count: 25
avgSynthCellArea_um2: 9.82
yosys_cells: 46
grt.overflow.total: 0
die_h_um: 84
skew_ps: 4.36
outcome: "completed"
fin_ws_ps: 458
fp.coreArea_um2: 3970
synth_area_um2: 452
fp.dieW_um: 84
start_kind: "flop"
slew-limit-headroom_pct: 75.4
irDropWorstVdd_uv: 192
rsz0062_at_grt: "false"
crit_arrival_ps: 1140
drv_cap: 0
cts_root_buffer: "clkbuf_8"
grt_usage_pct: 3.57
top_cells_by_count: "dfxtp_1, mux2i_1, o21ai_0"
r2r_cells: 2
finalSetupTns_ps: 0
boundaryPins: 16
post_cts_buffers: 0
post-route-period-util_pct: 77.1
routed_wl_um: 1230
cts_resized: 0
remaining_drc_errors: 0
slew_viol_final: 0
cts_inserted_buffers: 3
antenna_found_initial: 0
grt_pass1_vias: 430
ys_async_sr_fraction_pct: 0
yosys-top-cells-area: "dfxtp_1, mux2i_1, o21ai_0, a21oi_1, nand3b_1"
path_max_fanout: 5
dieArea_um2: 7060
pre_cts_slack_ps: 417
top_cell_area_share_pct: 39.9
fp-row-count: 23
grt_max_degree: 15
cp_slowest_cell: "clkdlybuf4s50_1"
max_stage_delay_ps: 510
yosysSeqAreaShare_pct: 39.9
path_cells: "clkdlybuf4s50_1"
core_util_floorplan_pct: 11.4
yosysTopAreaCell: "dfxtp_1"
clkTransAtPathRegs_ps: 40
whs_path_depth: 2
hold_buffers: 0
cts.sinks: 9
timing.rr.start: "out[7]"
synth-edff-count: 0
ys_area_um2: 452
hold-path-endpoint: "carry_out"
tightest_slew_ps: 368
grt_pass1_wl_um: 2070
path_class: "reg -> out"
syn-instance-count: 46
dp_hpwl_um: 949
ys_warn_count: 1
wl_per_cell_um: 10.9
end_kind: "output pin"
via_count: 408
first_pass_iters: 2
power_density_nw_per_um2: 691
r2r_slack_ps: 1160
setup_viol: 0
finalWeightedCongestion: 0.767
ff_type: "dfxtp_1"
hold_class: "reg -> reg"
finalCriticalPeriod_ps: 1540
htreeDepth: 1
nFillCells: 453
-- state kept, by name, summed over array words and instances (netlist names) --
register and count:
carry_out 1, out 8
-- stage by stage --
stage	hold slack (ps)	area (µm²)	total power [µW]	cells
after detailed placement	541	651	280	109
after global routing	600	696	507	113
after global placement	524	651	279	109
final	540	696	480	113
after floorplan	472	452	237	46
after CTS	551	696	489	113
-- worst max-delay path by stage --
stage	from	endpoint	slack, ps	cells past startpoint
after global routing	out[7]	out[7]	380	1
final	out[7]	out[7]	460	1
after CTS	out[7]	out[7]	440	1
-- layout by cell type (no fill, tap or decap), types with 2 or more instances in the layout --
cell	n
mux2i_1	8
clkdlybuf4s50_1	15
buf_4	2
o21ai_0	7
nand3b_1	3
dfxtp_1	9
a21oi_1	6
clkbuf_8	3
-- cells by family after synthesis --
logic type,synth area share [%]
DFF,39.9
muxes,17.7
and+or+nand+nor,14.4
AOI/OAI and AO/OA,20.8
buffers and inverters,7.20
-- power breakdown --
group,total [µW],internal [µW],leakage [µW],switching (µW)
logic,73.2,46.7,0.000149,26.6
clock network,205,138,0.0000228,66.6
registers,202,191,0.0000742,10.7
-- tightest hold or removal path: stages (launching register included) --
cell and delay [ps]:
dfxtp_1 350, inv_1 70, a311oi_1 70
-- routing by layer --
layer  track usage [%]  wire length [µm]  up-vias
li1                  -                 -      205
met1              3.32               469      191
met2              6.06               586       10
met3              3.05               163        2
met4             0.304                 9        0
met5                 0                 0        -
-- final cells by class --
cell class / instances / area [µm²] / area share [%]
inverters: 1 / 3.75 / 0.540
well taps: 50 / 62.6 / 8.99
flip-flops and latches: 9 / 180 / 25.9
clock buffers: 4 / 45.0 / 6.47
multi-input cells: 32 / 239 / 34.4
repair buffers: 17 / 165 / 23.7
Power and IR drop assume default switching activity.
