==> design/flow/design.v <==
module shift_reg  #(parameter MSB=8) (  input d,                
                                        input clk,                     
                                        input en,                      
                                        input dir,                     
                                        input rstn,                    
                                        output reg [MSB-1:0] out);     
   always @ (posedge clk)  
      if (!rstn)  
         out <= 0;  
      else begin  
         if (en)  
            case (dir)  
               0 :  out <= {out[MSB-2:0], d};  
               1 :  out <= {d, out[MSB-1:1]};  
            endcase  
         else  
            out <= out;  
      end  
endmodule  
==> design/flow/run.sh <==
#!/bin/bash
# OpenROAD 26Q1-2900-gdf79404cd8, Yosys 0.63+post, stock flow scripts
make -C /OpenROAD-flow-scripts/flow DESIGN_CONFIG=/design/flow/config.mk WORK_HOME=/design/flow/orfs finish
==> design/flow/config.mk <==
export PLATFORM = sky130hd
export DESIGN_NAME = shift_reg
export DESIGN_NICKNAME = shift_reg
export VERILOG_FILES = /design/flow/design.v
export SDC_FILE = /design/flow/constraint.sdc
export NUM_CORES = 4
export LEC_CHECK = 1
export CORE_AREA = 10 10 70 70
export DIE_AREA = 0 0 80 80
==> design/flow/constraint.sdc <==
current_design shift_reg

set clk_period 1.0
set clk_io_pct 0.2

create_clock -name clk0 -period $clk_period [get_ports {clk}]

set non_clock_inputs [all_inputs -no_clocks]
set_input_delay [expr $clk_period * $clk_io_pct] -clock clk0 $non_clock_inputs
set_output_delay [expr $clk_period * $clk_io_pct] -clock clk0 [all_outputs]
==> results.sh <==
# source this file to load flow results
export IMPL_path_class="reg -> out"
export IMPL_flop_area_um2=170
export IMPL_aoi_share_pct=25.0
export IMPL_cts_buffers=3
export IMPL_die_area_um2=6400
export IMPL_slew_headroom_pct=79.3
export IMPL_required_ns=0.80
export IMPL_leakage_uw=0.000278
export IMPL_largest_reg_flops=8
export IMPL_grt_use_total_pct=3.28
export IMPL_wl_per_cell_um=9.61
export IMPL_postCtsSetupBuffers=0
export IMPL_synth_cells=34
export IMPL_cts_sinks=8
export IMPL_mi_logic_area_um2=171
export IMPL_synth_area_um2=350
export IMPL_setup_tns_ns=0
export IMPL_first_global_vias=355
export IMPL_dp_cells=100
export IMPL_routed_wl_um=990
export IMPL_hold_viol=0
export IMPL_num_vias=343
export IMPL_clock_skew_ns=0.00318
export IMPL_dr_first_iter_drc_count=32
export IMPL_cp_start_kind="flip-flop"
export IMPL_finalPower_uw=764
export IMPL_cts_buffer_depth=2
export IMPL_ios=13
export IMPL_gp_congestion=0.666
export IMPL_setup_viol=0
export IMPL_antenna_diode_count=0
export IMPL_io_buffer_count=12
export IMPL_synth_cell_types=6
export IMPL_h_tree_depth=1
export IMPL_crit_buf_inv=1
export IMPL_fin_crit_ns=0.956
export IMPL_max_freq_ghz=1.05
export IMPL_slew_viol_final=0
export IMPL_path_max_fanout=2
export IMPL_warnings=25
export IMPL_max_vdd_ir_drop_mv=0.221
export IMPL_simple_gate_area_share_pct=0
export IMPL_area_growth_syn_to_layout_pct=84.6
export IMPL_slowest_delay_ns=0.33
export IMPL_instances_no_fill=103
export IMPL_design_area_um2=647
export IMPL_power_per_cell_area_nw_per_um2=1180
export IMPL_placed_cell_area_um2=606
export IMPL_grt_overflow_total=0
export IMPL_xor_share_pct=0
export IMPL_worstPathArrival_ns=0.76
export IMPL_topCombFamilyByArea="AND-OR/OR-AND gates"
export IMPL_synth_avg_cell_area_um2=10.3
export IMPL_min_period_over_period_pct=95.6
export IMPL_fp_util_pct=10.3
export IMPL_crit_slowest_cell="dfxtp_2"
export IMPL_clock_latency_ns=0.25
export IMPL_drv_cap=0
export IMPL_synth_seq_share_pct=45.7
export IMPL_drive_above_1_share_pct=42.1
export IMPL_yosys_area_share_adder_pct=0
export IMPL_antenna_left=0
export IMPL_synthMuxAreaShare_pct=22.9
export IMPL_rsz0062_at_grt="false"
export IMPL_yosys_warnings=1
export IMPL_antenna_found_initial=0
export IMPL_whs_ns=0.331
export IMPL_status="finished, final reports clean"
export IMPL_ys_ff=8
export IMPL_grt_max_degree=17
export IMPL_clock_root_buffer="clkbuf_4"
export IMPL_rows=21
export IMPL_endpoint_kind="primary output"
export IMPL_viasPerCell=3.33
export IMPL_fp_dieW_um=80
export IMPL_grt_pass1_wl_um=1690
export IMPL_path_clk_slew_ns=0.05
export IMPL_fillCellCount=377
export IMPL_regMostFlops="out"
export IMPL_reg_top3="out (8)"
export IMPL_hold_class="in -> reg"
export IMPL_cts_tree="built"
export IMPL_critical_path_top_delay_family="flip-flops"
export IMPL_worst_pin_slew_ns=0.310
export IMPL_drc=0
export IMPL_path_cells="clkdlybuf4s15_1"
export IMPL_synth_stat_cells=34
export IMPL_firstDrtPassIters=4
export IMPL_dieHeight_um=80
export IMPL_dp_hpwl_um=742
export IMPL_ys_area_um2=350
export IMPL_core_area_um2=3420
==> Yosys cell counts <==
master,count,area share [%]
a21oi_1,8,11
dfxtp_1,8,46
mux2i_1,8,23
o21ai_0,6,8.6
buf_6,2,6.4
o21ai_2,2,5.0
==> timing repair <==
item / in CTS / in global routing
pin swaps: 0 / 0
hold buffers: 0 / 0
setup endpoints to repair: 8 / 5
gates resized: 24 / 3
==> cells in the final DEF (no fill, tap or decap) <==
master	Yosys	final
a21oi_1	8	8
buf_12	0	2
buf_4	0	8
clkbuf_4	0	3
clkdlybuf4s15_1	0	8
clkdlybuf4s50_1	0	2
dfxtp_2	0	8
dlymetal6s2s_1	0	2
mux2i_1	8	7
mux2i_2	0	1
o21ai_0	6	6
o21ai_2	2	2
==> worst paths after layout <==
check	startpoint	endpoint	slack, ns	cells past startpoint
max	out[3]	out[3]	0.04	1
min	rstn	out[7]	0.33	3
max reg2reg	out[3]	out[2]	0.20	3
min reg2reg	out[7]	out[7]	0.60	3
==> routing by layer <==
metal,wire length [µm],vias up,track usage [%]
met5,0,-,0
met4,0,0,0.880
met3,75,0,1.36
met2,489,9,5.30
met1,424,159,3.89
li1,-,175,-
==> report_power, final <==
part | internal [µW] | total (µW) | switching (µW) | leakage, µW
Combinational | 105 | 168 | 62.4 | 0.000196
Sequential | 345 | 356 | 10.9 | 0.0000689
Clock | 137 | 240 | 103 | 0.0000138
==> stage by stage <==
step | setup slack [ns] | util (%)
detailed placement | -0.238 | 17.7
floorplan | 0.322 | -
CTS | 0.0198 | 18.7
global route | 0.00282 | 18.9
finish | 0.0439 | 18.9
global placement | -0.234 | 17.7
==> logic make-up after synthesis <==
logic type | after synthesis
AOI/OAI and AO/OA | 16
buffers and inverters | 2
DFF | 8
muxes | 8
==> final cells by class <==
type	count	share of cell area, %
Multi-Input combinational cell	24	26.5
Tap cell	46	8.90
Timing Repair Buffer	22	34.8
Clock buffer	3	3.48
Sequential cell	8	26.3
Power is estimated from default activity; no workload was simulated.
